File: design.v
module IDEX
(
	input clk, input [63:0] pcbufferin, readData1bufferin, readData2bufferin, immDatabufferin, input [4:0] rs1bufferin, rs2bufferin, rdbufferin, input [3:0] functbufferin, input [2:0] mBufferin, input [1:0] wbBufferin, aluOpin, input aluSrcin,
	output reg [63:0] pcbufferout, readData1bufferout, readData2bufferout, immDatabufferout,
	output reg [4:0] rs1bufferout, rs2bufferout, rdbufferout,
	output reg [3:0] functbufferout,
	output reg [2:0] mBufferout,
	output reg [1:0] wbBufferout, aluOpout,
	output reg aluSrcout
);
always @(posedge clk)
begin
	 rdbufferout = rdbufferin;
	 functbufferout = functbufferin;
	 mBufferout = mBufferin;
	 wbBufferout = wbBufferin;
	 aluOpout = aluOpin;
	 aluSrcout = aluSrcin;
	 pcbufferout = pcbufferin;
	 readData1bufferout = readData1bufferin;
	 readData2bufferout = readData2bufferin;
	 immDatabufferout = immDatabufferin;
	 rs1bufferout = rs1bufferin;
	 rs2bufferout = rs2bufferin;
end
endmodule
File: run.sh
#!/bin/bash
# OpenROAD 26Q1-2900-gdf79404cd8, Yosys 0.63+post, stock flow scripts
make -C /OpenROAD-flow-scripts/flow DESIGN_CONFIG=/design/flow/config.mk WORK_HOME=/design/flow/orfs finish
File: config.mk
export PLATFORM = sky130hd
export DESIGN_NAME = IDEX
export DESIGN_NICKNAME = IDEX
export VERILOG_FILES = /design/flow/design.v
export SDC_FILE = /design/flow/constraint.sdc
export NUM_CORES = 4
export LEC_CHECK = 1
export CORE_AREA = 10 10 223 223
export DIE_AREA = 0 0 233 233
File: constraint.sdc
current_design IDEX

set clk_period 1.0
set clk_io_pct 0.2

create_clock -name clk0 -period $clk_period [get_ports {clk}]

set non_clock_inputs [all_inputs -no_clocks]
set_input_delay [expr $clk_period * $clk_io_pct] -clock clk0 $non_clock_inputs
set_output_delay [expr $clk_period * $clk_io_pct] -clock clk0 [all_outputs]
==> changes_impl.md <==
### Physical design

* Post-cts hold buffer count at 0
* Routed Antenna Nets at 0
* Worst-Margin Slew at 0.186 ns
* Area grow syn2layout at 108%
* Total vias in the final route at 4310
* Number of diodes at 0
* Die H at 233 um
* Max incr delay on CP at 0.36 ns
* Routed wire length per instance at 16.7 um
* Worst min-delay path class: input port to register
* Fillers at 4687
* Largest cells by area after synthesis: dfxtp_1
* DR pass1 iterations at 4
* Final setup TNS at -42.23 ns
* Synth cell count leaders: dfxtp_1
* Tool warnings at 27
* Critical path peak fanout at 1
* Worst path bufs/invs at 1
* Max frequency at 810 MHz
* Vias in the first global route at 4819
* Mapped cell area at 5670 um2
* # Cells Yosys at 283
* Largest net degree at the start of global routing at 15
* Post-route cell area at 11800 um2
* Crit path max-delay family: flip-flops
* FF+latch area at 5730 um2
* Yosys warning count at 1
* Synth area leader: dfxtp_1
* Final Cycle Share at 123%
* Boundary Pins at 567
* Setup WS post-layout at -0.234 ns
* Hold_sp: rdbufferin[3]
* DP Cell Count at 1442
* Synthesis area per yosys at 5670 um2
* Global-route wire length before repair at 33800 um
* Final hold vios at 0
* Initial DRC Count at 69
* Cell Chain, Critical Path: buf_6
* Most frequent cell after synthesis: dfxtp_1
* Mi-comb count at 0
* Multi-input gate area at 0 um2
* Post-Syn Area per Cell at 20.0 um2
* Std-Cell Rows at 77
* Vias per cell at 2.89
* Dominant cell area share at 100%
* Leak Pwr at 5.13 nW
* Total power at 24.5 mW
* Hold Crit Depth at 1
* Core area at 44500 um2
* Required @ worst endpoint at 0.80 ns
* Max clock buf depth at 3
* Min-Delay Endpoint: rdbufferout[3]
* Yosys simple share at 0%
* Gr ovfl total at 0
* Max-cap violations at 0
* Worst vdd ir at 0.00135 V
* H-tree depth at 1
* Async SR Flop Fraction at 0%
* Die width at 233 um
* Slowest CP cell: dfxtp_4
* CTS tree: built
* Area after DPL at 12100 um2
* Starting Density at 12.7%
* Overall routing resource usage at 8.50%
* Post-DP HPWL at 20600 um
* Clock sinks at 283
* Final wirelength at 24900 um
* Final setup violation count at 283
* Worst Path Arrival at 1.03 ns
* Chip area at 54300 um2
* PortBufs at 566
* Outcome: complete, but fails checks
* CTS root buffer: clkbuf_16
* Share of cells above drive strength 1 at 42.5%
* Predominant post-synthesis flop cell: dfxtp_1
* Failing checks: setup timing
* CP Launch Type: register
* Mux cell area share after synthesis at 0%
* Worst slew margin at 87.6%
* Number of enable flip-flop cells at 0
* Minimum clock period after layout at 1.23 ns
* Post-Layout Cell Count at 1493
* Reg clk slew, reported paths at 0.06 ns
* Aoi share at 0%
* Post-Syn Instances at 283
* TritonCTS Buffers at 30
* Adder share at 0%
* Initial antenna violation count at 1
* Power Density at 2080 nW/um2
* Yosys cell types at 1
* RSZ-0062 raised after global routing: true
* Pre-CTS WS at -0.211 ns
* Synth flops at 283
* Crit Path Category: register to output pin
* Gpl congestion at 0.888
* Drc violations at 0
* XOR-XNOR Cells, Area Fraction at 0%
* Slew Viols, Final at 0
* Nature of the critical path endpoint: output pin
* Synth Seq Share at 100%
-- where the power goes --
group	internal, mW	switching, mW
logic	1.35	0.351
clock network	6.59	4.20
registers	11.9	0.135
total	19.8	4.69
-- cell type report --
cell class              instances  area share [%]
clock inverters                 7           0.574
well taps                     592            6.29
clock buffers                  44            7.85
repair buffers                567            36.6
flip-flops and latches        283            48.7
-- logic make-up (layout without fill, tap and decap cells) --
family	Yosys count	in the layout
buf+inv	0	618
flops	283	283
-- flip-flops by register name, summed over array words and instances (netlist names) --
name / count
rdbufferout: 5
pcbufferout: 64
wbBufferout: 2
rs1bufferout: 5
functbufferout: 4
aluSrcout: 1
readData1bufferout: 64
mBufferout: 3
immDatabufferout: 64
aluOpout: 2
rs2bufferout: 5
readData2bufferout: 64
-- cells in the final DEF (no fill, tap or decap) --
master           synthesis  layout
clkbuf_16                0      31
dfxtp_1                283     232
bufinv_16                0       1
buf_6                    0       9
dfxtp_4                  0       1
buf_2                    0     274
inv_6                    0       2
clkinv_2                 0       4
clkdlybuf4s50_1          0     283
dfxtp_2                  0      50
clkbuf_1                 0       3
clkbuf_8                 0      10
buf_4                    0       1
-- per-layer routing --
metal	vias up	track usage, %	wire (um)
met5	-	0	0
met4	0	1.89	583
met3	35	4.41	3320
met2	308	14.6	12600
met1	1896	9.14	8440
li1	2071	-	-
-- metrics by stage --
stage                     utilization, %  hold slack [ns]
final                               26.5           0.0786
after global routing                26.5           0.0443
after CTS                           26.4           0.0407
after detailed placement            27.1            0.652
after global placement              27.1            0.649
after floorplan                        -            0.228
-- how the worst max path moves through the flow --
stage / from / slack (ns) / cells past startpoint / to
CTS: readData2bufferout[10] / -0.28 / 1 / readData2bufferout[10]
global route: readData2bufferout[10] / -0.28 / 1 / readData2bufferout[10]
finish: readData2bufferout[10] / -0.23 / 1 / readData2bufferout[10]
-- timing repair --
action | CTS | global route
endpoints found under the setup margin | 283 | 283
resized | 957 | 23
setup buffers | 0 | 0
Power and IR drop assume default switching activity.
