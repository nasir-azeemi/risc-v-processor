==> flow/design.v <==
module imm_gen
(input [31:0] ins, output [63:0] imm_data, output [11:0] imm_data12);
	wire [6:0] opcode;
	assign opcode = ins[6:0];
	wire [63:0] imm1, imm2, imm3;
	wire [11:0] im1, im2, im3;
	wire i, i2, s, b;
	assign i = &(~(opcode ^ 7'b0000011));
	assign i2 = &(~(opcode ^ 7'b0010011));
	assign s = &(~(opcode ^ 7'b0100011));
	assign b = &(~(opcode ^ 7'b1100011));
	assign imm1 = ({64{i}} & {52'b0, ins[31:20]});
	assign imm2 = imm1 | ({64{i2}} & {52'b0, ins[31:20]});
	assign imm3 = imm2 | ({64{s}} & {52'b0, ins[31:25], ins[11:7]});
	assign imm_data = imm3 | ({64{b}} & {52'b0, ins[31], ins[7], ins[30:25], ins[11:8] });
	assign im1 = {12{i}} & ins[31:20];
	assign im2 = im1 | {12{i2}} & ins[31:20];
	assign im3 = im2 | ({12{s}} & { ins[31:25], ins[11:7] });
	assign imm_data12 = im3 | ({12{b}} & { ins[31], ins[7], ins[30:25], ins[11:8] });
endmodule
==> flow/run.sh <==
#!/bin/bash
# OpenROAD 26Q1-2900-gdf79404cd8, Yosys 0.63+post, stock flow scripts
make -C /OpenROAD-flow-scripts/flow DESIGN_CONFIG=/design/flow/config.mk WORK_HOME=/design/flow/orfs finish
==> flow/config.mk <==
export PLATFORM = sky130hd
export DESIGN_NAME = imm_gen
export DESIGN_NICKNAME = imm_gen
export VERILOG_FILES = /design/flow/design.v
export SDC_FILE = /design/flow/constraint.sdc
export NUM_CORES = 4
export LEC_CHECK = 1
export CORE_AREA = 10 10 70 70
export DIE_AREA = 0 0 80 80
==> flow/constraint.sdc <==
current_design imm_gen

set clk_period 2.2
set clk_io_pct 0.2

create_clock -name clk0 -period $clk_period

set non_clock_inputs [all_inputs -no_clocks]
set_input_delay [expr $clk_period * $clk_io_pct] -clock clk0 $non_clock_inputs
set_output_delay [expr $clk_period * $clk_io_pct] -clock clk0 [all_outputs]
==> flow_summary_export.csv <==
group,metric,value,unit
final_layout,layout_top_cell,"conb_1",
clock_tree,cts_hold_buf,0,
synth,ys_warn_count,0,
final_layout,number_of_flip_flops_and_latches,0,
synth,yosys.cell_types.count,16,
final_timing,period_minus_slack,2.14,ns
die,die_w,80,microns
routing,detail_route.vias_per_cell,3.47,
synth,number_of_instances_in_the_synthesized_netlist,105,
die,die_footprint,0.00640,sq mm
hold_path,min-delay-path-class,"in -> out",
place,place_congestion,0.788,
routing,routed_wl,2730,microns
final_layout,post_layout_nonfiller_instances,202,
synth,synthesis.area_per_instance,7.22,sq um
die,chipHeight,80,microns
die,boundaryPins,108,
final_layout,nClkBuffers,0,
place,dp.final_hpwl,2310,microns
power,sum_of_internal_switching_and_leakage_power,0.129,mW
final_layout,seq_area,0,sq um
final_layout,areaGrowthSynthToFinish,69.5,%
grt,grt_pass1_vias,772,
final_timing,final-hold-violation-count,0,
worst_setup_path,startpoint_type,"input pin",
grt,grt_start_max_net_pins,9,
worst_setup_path,worst_path_max_delay_cell,"or3b_4",
worst_setup_path,worstSetupEndpointType,"output port",
routing,diodes,0,
routing,drc,0,
worst_setup_path,cp_data_arrival_time,1.70,ns
worst_setup_path,setup.worst_path.class,"in -> out",
die,placeableCoreArea,0.00342,sq mm
job,warnings,42,
power,vdd.ir_drop.worst,0.0000240,V
final_layout,mostFrequentLayoutCells,"conb_1 (52), clkdlybuf4s50_1 (17), dlygate4sd2_1 (16)",
grt,grt_overflow_total,0,
routing,detailroute.via_count,701,
place,numPlacedInstances,194,
worst_setup_path,path_max_fanout,5,
final_timing,report.final.slew_viol_count,0,
routing,first_pass_iters,3,
power,leakagePower,0.669,nW
final_timing,max_clock_freq,467,MHz
synth,ys_chip_area,758,sq um
synth,post_synth_instance_area,758,sq um
final_layout,post-route-util,37.6,%
grt,first_pass_grt_wire_length,3790,microns
synth,postSynthSeqShare,0,%
die,placement_rows,21,
run_status,result_of_the_run,"complete, no violations",
final_layout,fill_count,369,
grt,grtUsageTotal,7.07,%
synth,synth-cells-yosys,105,
die,floorplan.core_util,22.2,%
final_timing,timing.final.crit_share,97.4,%
routing,drt_iter0_drc,37,
place,port-buffer-count,48,
final_layout,drive_gt1_share,34.6,%
worst_setup_path,critical_path.max_stage_delay,0.45,ns
routing,ant_nets,0,
routing,wl_per_cell,13.5,microns
job,max_cap_viol_count,0,
final_timing,rsz0062_at_grt,"true",
worst_setup_path,worstPathCellList,"dlygate4sd2_1 > nand4bb_4 > or3b_4 > buf_6 > o2bb2ai_4 > buf_2",
final_timing,final_number_of_setup_violating_endpoints,0,
worst_setup_path,cp.required,1.76,ns
grt,antenna_found_initial,0,
power,power.density,100,mW/mm^2
worst max-delay path: cells and delay by family:
family	cells	cell delay [ns]
compound gates	1	0.11
buf+inv	3	0.51
simple gates	2	0.64
power by group:
group	internal (mW)	switching [mW]	leakage (nW)
registers	0	0	0
clock network	0	0	0
logic	0.0756	0.0530	0.669
timing repair:
action | CTS | global route
gates resized | 82 | 21
pin swaps | 14 | 5
setup buffers | 8 | 0
endpoints found under the setup margin | 24 | 20
final timing paths:
kind / end / depth (start not counted) / from / slack (ns)
max: imm_data12[0] / 6 / ins[3] / 0.06
min: imm_data12[9] / 5 / ins[4] / 1.40
Yosys cell counts:
cell       count  area (sq um)
conb_1         1          3.75
buf_4         64           480
clkbuf_1       1          3.75
a21boi_2       1          11.3
nor3_1         1          5.00
a21oi_1        6          30.0
nor2_1         2          7.51
nand4bb_1      1          11.3
mux2i_1        5          50.1
buf_2          3          15.0
o2bb2ai_1      5          43.8
nand3b_1       6          45.0
o21ai_0        6          30.0
or3b_1         1          8.76
and2_0         1          6.26
nand2b_1       1          6.26
stage by stage:
stage | TNS [ns] | setup WS [ns] | cell area (sq um) | hold WS, ns
4_1_cts | -0.199 | -0.0310 | 1230 | 1.53
2_1_floorplan | 0 | 0.295 | 950 | 0.966
5_1_grt | -0.0652 | -0.0372 | 1280 | 1.44
6_report | 0 | 0.0577 | 1280 | 1.40
3_3_place_gp | -9.89 | -0.582 | 1080 | 1.82
3_5_place_dp | -9.85 | -0.590 | 1080 | 1.82
metal layers:
metal	track usage (%)	share of wire, %
met3	1.93	8.3
met1	8.20	40
met5	0	0
met4	0	0
met2	13.2	51
cell families (layout without fill, tap and decap cells):
group                  count (synthesis)  count (layout)  synth area share [%]
buffers and inverters                 68              68                  65.8
AOI/OAI and AO/OA                     18              18                  15.2
and+or+nand+nor                       13              13                  11.9
muxes                                  5               5                  6.60
other                                  1              52                 0.495
layout make-up:
type	instances	area, sq um	area share [%]
multi-input combinational	88	629	49.0
tap	46	57.6	4.48
timing repair buffer	68	598	46.5
Power is estimated from default activity; no workload was simulated.
